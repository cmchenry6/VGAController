**config.mk**
```make
export PLATFORM = sky130hd
export DESIGN_NAME = top_square
export DESIGN_NICKNAME = top_square
export VERILOG_FILES = /design/flow/design.v
export SDC_FILE = /design/flow/constraint.sdc
export NUM_CORES = 4
export LEC_CHECK = 1
export CORE_AREA = 10 10 111 111
export DIE_AREA = 0 0 121 121
export SYNTH_HDL_FRONTEND = slang
```
**constraint.sdc**
```tcl
current_design top_square

set clk_period 3.1
set clk_io_pct 0.2

create_clock -name clk0 -period $clk_period [get_ports {pix_clk}]

set non_clock_inputs [all_inputs -no_clocks]
set_input_delay [expr $clk_period * $clk_io_pct] -clock clk0 $non_clock_inputs
set_output_delay [expr $clk_period * $clk_io_pct] -clock clk0 [all_outputs]
```
**design.v**
```verilog
module VGAController (
	input wire pix_clk,
	input wire reset,
	output wire hsync,
	output wire vsync,
	output reg [9:0] hcount,
	output reg [9:0] vcount,
	output wire de 
	);
parameter activeHvideo = 640;
parameter activeVvideo = 480;
parameter hfp = 24;
parameter hsyncpulse = 40;
parameter hbp = 128;
parameter vfp = 9;
parameter vsyncpulse = 2;
parameter vbp = 520;
parameter htotal = activeHvideo + hfp + hsyncpulse + hbp;
parameter vtotal = activeVvideo + hfp + hsyncpulse + hbp;
always@(posedge pix_clk) begin
	if (reset) begin
		hcount <= 0;
		vcount <= 0;
	end else begin
		if (hcount < htotal - 1)
			hcount <= hcount + 1;
		else
		begin
			hcount <= 0;
			if (vcount < vtotal - 1) 
				vcount <= vcount + 1;
			else
				vcount <= 0;
		end
	end
end
assign hsync = ~((hcount >= (activeHvideo + hfp)) && (hcount < (activeHvideo + hfp + hsyncpulse)));
assign vsync = ~((vcount >= (activeVvideo + vfp)) && (vcount < (activeVvideo + vfp + vsyncpulse)));
assign de = (hcount < activeHvideo && vcount < activeVvideo);
endmodule
module top_square (
	input wire pix_clk,
	input wire reset,
	output wire hsync,
	output wire vsync,
	output reg sdl_de,
	output reg [9:0] sdl_x,
	output reg [9:0] sdl_y,
	output reg [7:0] sdl_r,
	output reg [7:0] sdl_g,
	output reg [7:0] sdl_b
	);
reg [9:0] x_pix;
reg [9:0] y_pix;
wire de;
VGAController vga_con ( .pix_clk(pix_clk),
       			.reset(reset),
		       	.hsync(hsync),
		       	.vsync(vsync),
		       	.hcount(x_pix),
		       	.vcount(y_pix),
		       	.de(de)
		);
reg square;
assign square = (x_pix > 220 && x_pix < 420) && (y_pix > 200 && y_pix < 300);
reg[3:0] paint_r;
reg[3:0] paint_g;
reg[3:0] paint_b;
assign paint_r = (square) ? 4'hF : 4'h1;
assign paint_g = (square) ? 4'hF : 4'h3;
assign paint_b = (square) ? 4'hF : 4'h7;
always@(posedge pix_clk) begin
	sdl_x <= x_pix;
	sdl_y <= y_pix;
	sdl_de <= de;
	sdl_r <= {2{paint_r}};
	sdl_g <= {2{paint_g}};
	sdl_b <= {2{paint_b}};
end
endmodule
```
**run.sh**
```bash
#!/bin/bash
# OpenROAD 26Q1-2900-gdf79404cd8, Yosys 0.63+post, stock flow scripts
make -C /OpenROAD-flow-scripts/flow DESIGN_CONFIG=/design/flow/config.mk WORK_HOME=/design/flow/orfs finish
```
==> ci_impl_report.md <==
## PnR job results

| Metric | Value |
|---|---|
| Outcome | finished clean |
| Worst hold path type | reg2reg |
| Clk buf depth | 2 |
| Routed wire length | a little under 4000 um |
| Antenna fix cells | 0 |
| Crit. End Element | primary output |
| Vias in the first global route | between 1000 and 1500 |
| Worst Path Max Fanout | 11 |
| Chip Height | about 120 um |
| Main area contributors | dfxtp_1 46%, buf_4 9.8%, o311ai_2 5.3%, nand3_1 4.4%, ha_1 3.4% |
| MI comb area | between 700 and 800 sq um |
| Routed Antenna Nets | 0 |
| Layout area overhead | 25.9% |
| Clock slew at reported path FFs | 0.08 ns |
| Final Critical Period | ~2.6 ns |
| Top cells by count, synth | 42 x dfxtp_1, 24 x buf_4, 16 x nand2_1, 16 x nand3_1, 16 x nor2_1 |
| Tool warning count | 28 |
| Initial antenna violation count | 0 |
| Proportion of netlist area held by the largest area contributor | between 40 and 50% |
| Hold WS | between 0.4 and 0.5 ns |
| Largest area contributor in the netlist | dfxtp_1 |
| Hpwl dp | ~3000 um |
| Yosys Instances | between 150 and 200 |
| Dpl ws | around 0.59 ns |
| CTS tree | built |
| Synthesized area | 1830 sq um |
| H-tree levels | 2 |
| Placed insts | 341 |
| GRT Overall Usage | approximately 5.1% |
| FF/Latch Area | about 840 sq um |
| RePlAce Congestion | 0.833 |
| Most frequent cell after synthesis | dfxtp_1 |
| Floorplan utilization | between 10% and 20% |
| Post-CTS sizing | 0 |
| Worst setup SP type | flip-flop |
| Chip area | between 10000 and 15000 sq um |
| Fin cells | 349 |
| Max Cap Viol | 0 |
| Post-synthesis cell type count | 39 |
| Clock Sinks | roughly 42 |
| Sequential share of the synthesized area | a little under half |
| Grt met3 use | between 1.5 and 2% |
| Via/cell ratio | 3.78 |
| Pin count of the biggest net entering global routing | 13 |
| I/O Pins | just under 50 |
| Core Box Area | just under 10000 sq um |
| Global route overflow | 0 |
| Final max-slew violation count | 0 |
| Hold_buf cts | 0 |
| RSZ-0062 raised after global routing | no |
| Placed Area | 2190 sq um |
| Final hold vios | 0 |
| Mean Syn Cell Area | ~9.6 sq um |
| Syn. warnings | 0 |
| Total number of vias | around 1300 |
| Num CTS Buffers | 5 |
| Fillers | ~1000 |
| TritonRoute pass-1 iters | 4 |
| Post-synthesis instance total | about 190 |
| Post-synth ARST share | 0% |
| First-iteration detailed-routing DRC count | between 100 and 150 |
| Chip width | around 120 um |
| Clk_skew | around 0.0040 ns |
| GR peak layer | met2 |
| Root buffer cell | clkbuf_8 |
| WL/cell | between 10 and 15 um |
| Post-route cell area | about 2300 sq um |
| Setup violations, final | 0 |
| Number of enable flip-flop cells | 0 |
| First-pass GRT wire length | 6170 um |
| Dominant flop cell | dfxtp_1 |
| Core Rows | 36 |
| Synthesis area per yosys | roughly 1800 sq um |
| Crit Path Category | reg2out |
| Static leakage | slightly above 0.8 nW |
| Met1 Usage GRT | a little under 7% |
| Yosys reg bits | 42 |
| CP arrival | roughly 2.0 ns |
| TNS Setup | 0 ns |
| Residual DRC | 0 |
| Clock latency on the worst-skew pair | a little under 0.3 ns |
| Setup ws final | approximately 0.48 ns |
| Worst VDD drop | roughly 0.00017 V |
| Maximum clock frequency | between 0.3 and 0.4 GHz |
| Setup Fix Bufs, Post-CTS | 0 |
| PwrDens | between 400 and 500 nW/um^2 |
| Final Cycle Share | 84.5% |
| Share of layout cells above drive strength 1 | about a tenth |
| CP required | 2.48 ns |
| IO Port Bufs | 36 |
| Met2 GRT Util | ~7.8% |
## critical path, cell delays in order, from the launching register on
cell             delay, ns
dfxtp_1               0.52
nand4_1               0.21
a2111oi_0             0.41
nand3_1               0.14
clkdlybuf4s50_1       0.43
## through the flow
stage                     util, %  power (mW)
after CTS                    23.3       0.993
after floorplan                 -       0.586
after global placement       22.2       0.592
after global routing         23.3        1.02
final                        23.3       0.980
after detailed placement     22.2       0.592
## worst paths after layout
kind	from	end	slack, ns	cells past startpoint
worst max-delay path	vga_con.vcount[5]$_SDFFE_PP0P_	vsync	0.48	4
worst min-delay path	vga_con.hcount[4]$_SDFF_PP0_	sdl_x[4]$_DFF_P_	0.43	0
worst max register to register	vga_con.vcount[5]$_SDFFE_PP0P_	vga_con.vcount[5]$_SDFFE_PP0P_	1.28	4
worst min register to register	vga_con.hcount[4]$_SDFF_PP0_	sdl_x[4]$_DFF_P_	0.43	0
## sequential cells by signal, indices dropped and copies added (netlist names)
signal,cells
vga_con.vcount,10
sdl_de,1
sdl_y,10
vga_con.hcount,10
sdl_b,1
sdl_x,10
## power breakdown
| group | total [mW] | internal, mW | switching, mW |
|---|---|---|---|
| registers | 0.552 | 0.546 | 0.00676 |
| clock network | 0.401 | 0.225 | 0.177 |
| logic | 0.0261 | 0.0134 | 0.0127 |
## routing by layer
layer | part of all wire, % | wire, um | vias to the layer above
met5 | 0 | 0 | -
met4 | 2.3 | 88 | 0
met3 | 7.3 | 287 | 5
met2 | 43 | 1690 | 39
met1 | 47 | 1840 | 603
li1 | - | - | 672
## cell type report
class / instances / area share, %
inverters: 7 / 1.14
well taps: 133 / 7.23
repair buffers: 37 / 16.0
clock buffers: 8 / 4.78
flip-flops and latches: 42 / 36.5
multi-input cells: 122 / 34.3
## cell usage in the layout, fill, tap and decap left out, types with 2 or more instances in the layout
master           count
a2111oi_0            2
a21oi_1              4
and2_1               2
and3_1               2
clkbuf_8             8
clkdlybuf4s50_1     36
conb_1              12
dfxtp_1             42
ha_1                 5
inv_1                7
nand2_1             16
nand2b_1             2
nand3_1             16
nand4_1              3
nor2_1              16
nor3_1               3
o211ai_1             2
o21ai_0              6
o311ai_2             6
or3_1                2
xnor2_1              5
xor2_1               3
## logic make-up (layout without fill, tap and decap cells)
family / count (synthesis) / count (layout) / synth area share (%)
other cells: 1 / 12 / 0.205
xor+xnor: 8 / 8 / 3.83
simple gates: 69 / 69 / 18.9
flops: 42 / 42 / 46.0
compound gates: 28 / 28 / 14.6
fa+ha+maj: 5 / 5 / 3.42
buf+inv: 37 / 52 / 13.1
No activity file was given, so power comes from the tool's default toggle rates.
