==> flow/run.sh <==
#!/bin/bash
# OpenROAD 26Q1-2900-gdf79404cd8, Yosys 0.63+post, stock flow scripts
make -C /OpenROAD-flow-scripts/flow DESIGN_CONFIG=/design/flow/config.mk WORK_HOME=/design/flow/orfs finish
==> flow/config.mk <==
export PLATFORM = sky130hd
export DESIGN_NAME = top_bounce
export DESIGN_NICKNAME = top_bounce
export VERILOG_FILES = /design/flow/design.v
export SDC_FILE = /design/flow/constraint.sdc
export NUM_CORES = 4
export LEC_CHECK = 1
export CORE_UTILIZATION = 40
export SYNTH_HDL_FRONTEND = slang
==> flow/constraint.sdc <==
current_design top_bounce

set clk_period 5.4
set clk_io_pct 0.2

create_clock -name clk0 -period $clk_period [get_ports {pix_clk}]

set non_clock_inputs [all_inputs -no_clocks]
set_input_delay [expr $clk_period * $clk_io_pct] -clock clk0 $non_clock_inputs
set_output_delay [expr $clk_period * $clk_io_pct] -clock clk0 [all_outputs]
==> flow/design.v <==
module VGAController (
	input wire pix_clk,
	input wire reset,
	output wire hsync,
	output wire vsync,
	output reg [9:0] hcount,
	output reg [9:0] vcount,
	output wire de 
	);
parameter activeHvideo = 640;
parameter activeVvideo = 480;
parameter hfp = 24;
parameter hsyncpulse = 40;
parameter hbp = 128;
parameter vfp = 9;
parameter vsyncpulse = 2;
parameter vbp = 520;
parameter htotal = activeHvideo + hfp + hsyncpulse + hbp;
parameter vtotal = activeVvideo + hfp + hsyncpulse + hbp;
always@(posedge pix_clk) begin
	if (reset) begin
		hcount <= 0;
		vcount <= 0;
	end else begin
		if (hcount < htotal - 1)
			hcount <= hcount + 1;
		else
		begin
			hcount <= 0;
			if (vcount < vtotal - 1) 
				vcount <= vcount + 1;
			else
				vcount <= 0;
		end
	end
end
assign hsync = ~((hcount >= (activeHvideo + hfp)) && (hcount < (activeHvideo + hfp + hsyncpulse)));
assign vsync = ~((vcount >= (activeVvideo + vfp)) && (vcount < (activeVvideo + vfp + vsyncpulse)));
assign de = (hcount < activeHvideo && vcount < activeVvideo);
endmodule
module top_bounce (
	input wire pix_clk,
	input wire reset,
	output wire hsync,
	output wire vsync,
	output reg sdl_de,
	output reg [9:0] sdl_x,
	output reg [9:0] sdl_y,
	output reg [7:0] sdl_r,
	output reg [7:0] sdl_g,
	output reg [7:0] sdl_b
	);
reg [9:0] x_pix;
reg [9:0] y_pix;
wire de;
VGAController vga_con ( .pix_clk(pix_clk),
       			.reset(reset),
		       	.hsync(hsync),
		       	.vsync(vsync),
		       	.hcount(x_pix),
		       	.vcount(y_pix),
		       	.de(de)
		);
localparam H_RES = 640;
localparam V_RES = 480;
reg frame;
assign frame = (y_pix == V_RES && x_pix == 0);  
reg [3:0] Q_R = 4'hF;
reg [3:0] Q_G = 4'hF;
reg [3:0] Q_B = 4'hF;
localparam Q_SIZE = 10;
reg [9:0] qx, qy;  
reg qdx, qdy;  
reg [9:0] qs = 5;
always@(posedge pix_clk) begin
	if (frame) begin
		if (qdx == 0) begin
			if (qx + Q_SIZE + qs >= H_RES - 1) begin  
				qx <= H_RES - Q_SIZE - 1;
				qdx <= 1;
				Q_R = 4'hF;
				Q_G = 4'h0;
				Q_B = 4'hF;
			end else 
				qx <= qx + qs;  
		end else begin
		        if (qx < qs) begin  
				qx <= 0;
		 		qdx <= 0;
				Q_R = 4'hF;
				Q_G = 4'hF;
				Q_B = 4'h0;
		     	end else
			       	qx <= qx - qs;  
		end
		if (qdy == 0) begin
			if (qy + Q_SIZE + qs >= V_RES - 1) begin  
				qy <= V_RES - Q_SIZE - 1;
				qdy <= 1;
				Q_R = 4'h0;
				Q_G = 4'hF;
				Q_B = 4'hF;
			end else 
				qy <= qy + qs;
		end else begin
			if (qy < qs) begin   
				qy <= 0;
				qdy <= 0;
				Q_R = 4'hF;
				Q_G = 4'h0;
				Q_B = 4'h0;
			end else 
				qy <= qy - qs;
		end
	end
end
reg pixel;
assign pixel = (x_pix >= qx) && (x_pix < qx + Q_SIZE) && (y_pix >= qy) && (y_pix < qy + Q_SIZE);
reg[3:0] paint_r;
reg[3:0] paint_g;
reg[3:0] paint_b;
assign paint_r = (pixel) ? Q_R : 4'h1;
assign paint_g = (pixel) ? Q_G : 4'h3;
assign paint_b = (pixel) ? Q_B : 4'h7;
always@(posedge pix_clk) begin
	sdl_x <= x_pix;
	sdl_y <= y_pix;
	sdl_de <= de;
	sdl_r <= {2{paint_r}};
	sdl_g <= {2{paint_g}};
	sdl_b <= {2{paint_b}};
end
endmodule
==> results.toml <==
# flow metrics
[final_layout]
fillerInstances = 1245
flop_area_um2 = 2080
final_util_pct = 47.6
mi_logic_area_um2 = 3080
drive_gt1_share_pct = 5.35
syn_to_final_growth_pct = 15.3

[power]
power_density_nw_per_um2 = 210
internal_power_mw = 1.04
p_sw_share_pct = 21.9
p_switching_uw = 290
p_leak_nw = 2.58
vdd_drop_max_mv = 0.152
clkPwrFrac_pct = 47.0
combPwrFrac_pct = 1.5
power_frac_seq_pct = 51.6

[floorplanning]
rows = 42
chip_area_um2 = 14200
fp_util_pct = 41.3
die_x_um = 119
die_y_um = 119
core_um2 = 13300
num_io_pins = 49

[global_routing]
grt_pass1_vias = 4230
grt_pass1_wl_um = 20900
grt_max_degree = 35
overflow = 0
grt.total_usage_pct = 19.0
grt_antenna_before_repair = 0

[cts]
cts-resized-gates = 0
htreeDepth = 3
cts_made_buffers = 9
cts_tree = "built"
clkSlewWorstSetupHoldPaths_ps = 60
cts.sinks = 87
cts_setup_buffers = 0
clk_latency_ps = 350
ctsHoldBuffers = 0
cts_buffer_depth = 2
root_buffer = "clkbuf_16"

[place]
portBuffers = 48
post-place-ws_ps = 2270
dp_hpwl_um = 9030
gp_congestion = 0.923

[setup_path]
worst-path-max-fanout = 9
start_kind = "register"
worstPathArrival_ps = 2160
crit_required_ps = 4320
criticalPathCategory = "register to primary output"
critPathCaptureType = "primary output"

[synthesis]
top_area_cell = "dfxtp_1"
ys_warn_count = 0
synth.most_common_cell = "nor2_1"
netlist_top_cells_count = "nor2_1 (63), ha_1 (59), dfxtp_1 (53)"
edf_count = 34
netlist_instances = 600
syn_avg_cell_area_um2 = 9.15
synth.area.top_cells = "dfxtp_1 (19%), edfxtp_1 (19%), ha_1 (13%), nor2_1 (4.3%), xnor2_1 (3.8%)"
ys_seq_share_pct = 37.9
syn-cell-area_um2 = 5490
async_flop_share_pct = 0
top_area_share_pct = 19.3
synth-area-yosys_um2 = 5490
ff_type = "dfxtp_1"
synth_flops = 87
yosys-stat-cells = 600
synth_cell_type_count = 66

[timing]
max_clock_freq_ghz = 0.308
timing.final.crit_share_pct = 60.1
tns_ps = 0
period_minus_slack_ps = 3240
setup_viol = 0
relSlewSlack_pct = 58.3
rsz0062_at_grt = "false"
worst_pin_slew_ps = 619
setup_slack_ps = 2160
fin_worst_skew_ps = 8.80
slew_viol_final = 0
final_hold_viol_count = 0

[route]
drt-pass1-iter-count = 5
via_per_inst = 5.50
drt-wirelength-per-cell_um = 15.4
drt-initial-drc-count = 293
drc = 0
antenna_left = 0
vias = 4464
diodes = 0
wl_um = 12500

[hold_path]
hp-class = "register to register"

[run_status]
status = "complete, no violations"

[job]
max-cap-violations = 0
tool_warnings = 42
placed cells by master, fill, tap and decap left out, types with 4 or more instances in the layout:
cell             synthesis  final
nand2_1                 43     43
nand2b_1                 5      5
nand4_1                  9      9
edfxtp_1                34     34
nand3_1                 18     18
nor4_1                   5      5
a31oi_1                  6      6
and3_1                  10     10
a211oi_1                 4      4
o21ai_1                  6      6
clkbuf_16                0     10
o211ai_1                 9      9
or3_1                   10     10
dfxtp_1                 53     53
inv_1                   36     36
xor2_1                  10     10
and2_1                   5      5
o21a_1                   8      8
nor3_1                  14     14
clkdlybuf4s50_1          0     48
nor2_1                  63     63
o22ai_1                  8      8
o21ai_0                 26     26
a21o_1                  11     11
ha_1                    59     59
a21oi_1                 29     29
xnor2_1                 24     24
worst paths after layout:
path	slack, ps	cells past startpoint	to	startpoint
max	2160	4	vsync	vga_con.vcount[5]
min	410	0	sdl_x[0]	vga_con.hcount[0]
max reg2reg	2230	11	sdl_b[4]	qx[1]
min reg2reg	410	0	sdl_x[0]	vga_con.hcount[0]
power by group through the flow:
stage	sequential [mW]	combinational, mW	clock (mW)
4_1_cts	0.684	0.0199	0.642
5_1_grt	0.685	0.0230	0.667
6_report	0.684	0.0196	0.623
per-layer routing:
layer  up-vias  GRT usage, %  wire length [um]
met3        21          4.01               695
met5         -             0                 0
li1       2243             -                 -
met1      2064          29.4              6030
met2       136          28.2              5590
met4         0          3.88               199
stage by stage:
step / instance area (um^2) / cells / power, mW / hold WS (ps)
finish: 6330 / 811 / 1.33 / 408
global route: 6330 / 811 / 1.37 / 422
CTS: 6330 / 811 / 1.35 / 406
detailed placement: 6030 / 795 / 0.718 / 398
global placement: 6030 / 795 / 0.718 / 390
floorplan: 5490 / 600 / 0.709 / 380
final cells by class:
class                      count  share of cell area [%]
multi-input combinational    443                    48.7
sequential                    87                    32.9
timing repair buffer          51                    7.95
clock buffer                  10                    3.96
tap                          176                    3.48
inverter                      38                    2.25
clock inverter                 6                   0.791
sequential cells by signal, summed over array words and instances, names as in the netlist, 4 cells and up:
name	flops
vga_con.vcount	10
sdl_g	4
Q_G	4
qy	10
sdl_r	4
Q_B	4
Q_R	4
sdl_b	4
sdl_x	10
qx	10
sdl_y	10
vga_con.hcount	10
kinds of logic (layout without fill, tap and decap cells):
| family | Yosys count | count (layout) | synth area share [%] |
|---|---|---|---|
| adder cells (fa/ha/maj) | 60 | 60 | 13.7 |
| buffers and inverters | 70 | 105 | 5.97 |
| AND/OR/NAND/NOR | 201 | 201 | 18.1 |
| XOR/XNOR | 36 | 36 | 6.02 |
| AND-OR/OR-AND | 144 | 144 | 18.0 |
| flip-flops | 87 | 87 | 37.9 |
| multiplexers | 2 | 2 | 0.365 |
worst max-delay path, stage by stage, from the launching register on:
cell	delay, ps
dfxtp_1	550
and4_1	310
nor4b_1	330
o2111ai_1	190
clkdlybuf4s50_1	430
No activity file was given, so power comes from the tool's default toggle rates.
