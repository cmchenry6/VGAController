<file path="./run.sh">
#!/bin/bash
# OpenROAD 26Q1-2900-gdf79404cd8, Yosys 0.63+post, stock flow scripts
make -C /OpenROAD-flow-scripts/flow DESIGN_CONFIG=/design/flow/config.mk WORK_HOME=/design/flow/orfs finish
</file>
<file path="./config.mk">
export PLATFORM = sky130hd
export DESIGN_NAME = top_breakout
export DESIGN_NICKNAME = top_breakout
export VERILOG_FILES = /design/flow/design.v
export SDC_FILE = /design/flow/constraint.sdc
export NUM_CORES = 4
export LEC_CHECK = 1
export CORE_AREA = 10 10 98 98
export DIE_AREA = 0 0 108 108
export SYNTH_HDL_FRONTEND = slang
</file>
<file path="./constraint.sdc">
current_design top_breakout

set clk_period 4.1
set clk_io_pct 0.2

create_clock -name clk0 -period $clk_period [get_ports {pix_clk}]

set non_clock_inputs [all_inputs -no_clocks]
set_input_delay [expr $clk_period * $clk_io_pct] -clock clk0 $non_clock_inputs
set_output_delay [expr $clk_period * $clk_io_pct] -clock clk0 [all_outputs]
</file>
<file path="./design.v">
module VGAController (
	input wire pix_clk,
	input wire reset,
	output wire hsync,
	output wire vsync,
	output reg [9:0] hcount,
	output reg [9:0] vcount,
	output wire de 
	);
parameter activeHvideo = 640;
parameter activeVvideo = 480;
parameter hfp = 24;
parameter hsyncpulse = 40;
parameter hbp = 128;
parameter vfp = 9;
parameter vsyncpulse = 2;
parameter vbp = 520;
parameter htotal = activeHvideo + hfp + hsyncpulse + hbp;
parameter vtotal = activeVvideo + hfp + hsyncpulse + hbp;
always@(posedge pix_clk) begin
	if (reset) begin
		hcount <= 0;
		vcount <= 0;
	end else begin
		if (hcount < htotal - 1)
			hcount <= hcount + 1;
		else
		begin
			hcount <= 0;
			if (vcount < vtotal - 1) 
				vcount <= vcount + 1;
			else
				vcount <= 0;
		end
	end
end
assign hsync = ~((hcount >= (activeHvideo + hfp)) && (hcount < (activeHvideo + hfp + hsyncpulse)));
assign vsync = ~((vcount >= (activeVvideo + vfp)) && (vcount < (activeVvideo + vfp + vsyncpulse)));
assign de = (hcount < activeHvideo && vcount < activeVvideo);
endmodule
module top_breakout (
	input wire pix_clk,
	input wire reset,
	input wire btn_left,
	input wire btn_right,
	output wire hsync,
	output wire vsync,
	output wire [9:0] sdl_x,
	output wire [9:0] sdl_y,
	output wire sdl_de,
	output wire [7:0] sdl_r,
	output wire [7:0] sdl_g,
	output wire [7:0] sdl_b
	);
reg [9:0] x_pix;
reg [9:0] y_pix;
wire de;
VGAController vga_con ( .pix_clk(pix_clk),
       			.reset(reset),
		       	.hsync(hsync),
		       	.vsync(vsync),
		       	.hcount(x_pix),
		       	.vcount(y_pix),
		       	.de(de)
		);
localparam H_RES = 640;
localparam V_RES = 480;
reg frame;
assign frame = (y_pix == V_RES && x_pix == 0);  
localparam Q_SIZE = 10;
wire q;  
reg [9:0] qx, qy;  
reg qdx;
reg qdy;  
reg [9:0] qs = 5;
wire pdl;  
reg [9:0] pdl_l, pdl_r;  
reg [9:0] pdl_s = 6;
localparam PDL_SIZE = 80;
localparam PDL_HEIGHT = 10;
assign pdl_r = pdl_l + PDL_SIZE;
localparam BLOCK_SIZE = 90;
localparam BLOCK_HEIGHT = 15;
typedef struct packed {
	reg [9:0] bx, by;
	reg [11:0] color;
	reg aliven;  
} block;
wire row1en;
block row1 [4:0];
localparam ROW1_COLOR = 12'hFF0;  
localparam ROW1_Y = 60;
initial begin
row1[0].bx = 30; row1[0].by = ROW1_Y; row1[0].color = ROW1_COLOR;
row1[1].bx = row1[0].bx + BLOCK_SIZE + 30; row1[1].by = ROW1_Y; row1[1].color = ROW1_COLOR;
row1[2].bx = row1[1].bx + BLOCK_SIZE + 30; row1[2].by = ROW1_Y; row1[2].color = ROW1_COLOR;
row1[3].bx = row1[2].bx + BLOCK_SIZE + 30; row1[3].by = ROW1_Y; row1[3].color = ROW1_COLOR;
row1[4].bx = row1[3].bx + BLOCK_SIZE + 30; row1[4].by = ROW1_Y; row1[4].color = ROW1_COLOR;
end
typedef enum {RESET, START, PLAY} t_state;
t_state state;
always@(posedge pix_clk) begin 
	case (state)
		RESET: state = START;
		START: state = (btn_left || btn_right) ? PLAY : START;
		PLAY: state = (reset) ? RESET : PLAY;
	endcase
end
always@(posedge pix_clk) begin
	if (state == START) 
		pdl_l <= (H_RES - PDL_SIZE)/2;
	else if (frame && state == PLAY) begin
		if (btn_left) begin
			if (pdl_l < pdl_s) begin
				pdl_l <= 0;
			end else 
				pdl_l <= pdl_l - pdl_s;
		end else if (btn_right) begin
			if (pdl_r + pdl_s >= H_RES - 1) begin
				pdl_l <= H_RES - PDL_SIZE - 1;
			end else
				pdl_l <= pdl_l + pdl_s;
		end
	end
end
always@(posedge pix_clk) begin
	if (state == START) begin
			qx <= (H_RES/2) - (Q_SIZE/2);
			qy <= V_RES - PDL_HEIGHT - Q_SIZE;
			qdx <= 1;
			qdy <= 1;
	end
	if (frame && (state == PLAY)) begin
		if (qdy == 0) begin  
			integer k;
			for (k = 0; k < 5; k = k + 1) begin
				if (~row1[k].aliven) begin
					if ((qy >= ROW1_Y - Q_SIZE) && (qy < ROW1_Y + BLOCK_HEIGHT) 
					     && (qx >= row1[k].bx) && (qx < row1[k].bx + BLOCK_SIZE)) begin
						qy <= 0; 
						qdy <= 1;
						row1[k].aliven <= 1;
					end
				end
			end
			if ((qy + Q_SIZE + qs >= V_RES - PDL_HEIGHT - 1)  
			      && (qx >= pdl_l && qx <= pdl_r)) begin
				qy <= V_RES - PDL_HEIGHT - Q_SIZE;
				qdy <= 1;
				if (qdx) begin
					qdx <= (qx >= pdl_l && qx < (pdl_l + (PDL_SIZE)/2) ) ? 1 : 0;
				end else begin
					qdx <= (qx >= (pdl_l + PDL_SIZE/2) && qx <= pdl_r) ? 0 : 1;
				end
			end else if (qy + Q_SIZE + qs >= V_RES - 1) begin  
				state = RESET;
			end else 
				qy <= qy + qs;
		end else begin  
			integer j;
			for (j = 0; j < 5; j = j + 1) begin
				if (~row1[j].aliven) begin
					if ((qy <= ROW1_Y + BLOCK_HEIGHT) && (qy > ROW1_Y) 
					     && (qx >= row1[j].bx) && (qx < row1[j].bx + BLOCK_SIZE)) begin
						qy <= row1[j].by + BLOCK_HEIGHT;
						qdy <= 0;
						row1[j].aliven <= 1;
					end
				end
			end
			if (qy < qs) begin   
				qy <= 0;
				qdy <= 0;
			end else 
				qy <= qy - qs;
		end
		if (qdx == 0) begin  
			if (qx + Q_SIZE + qs >= H_RES - 1) begin  
				qx <= H_RES - Q_SIZE - 1;
				qdx <= 1;
			end else 
				qx <= qx + qs;  
		end else begin
			if (qx < qs) begin  
				qx <= 0;
				qdx <= 0;
			end else
				qx <= qx - qs;  
		end
	end
end
assign q = (x_pix >= qx) && (x_pix < qx + Q_SIZE) && (y_pix >= qy) && (y_pix < qy + Q_SIZE);
assign pdl = (x_pix >= pdl_l) && (x_pix < pdl_r) && (y_pix >= V_RES - PDL_HEIGHT);
assign row1en = ((x_pix >= row1[0].bx) && (x_pix < row1[4].bx + BLOCK_SIZE) && (y_pix >= ROW1_Y) && (y_pix < ROW1_Y + BLOCK_HEIGHT));
reg[3:0] paint_r;
reg[3:0] paint_g;
reg[3:0] paint_b;
always@(*) begin
	if (q) begin
		{paint_r, paint_g, paint_b} = 12'hFFF;
	end else if (pdl) begin
		{paint_r, paint_g, paint_b} = 12'hF9F;
	end else if (row1en) begin		
		integer i;
		for (i = 0; i < 5; i = i + 1) begin
			if ((x_pix >= row1[i].bx) && (x_pix < (row1[i].bx + BLOCK_SIZE))) begin
				{paint_r, paint_g, paint_b} = (row1[i].aliven == 0) ? ROW1_COLOR : 12'h137;
				break;
			end else
				{paint_r, paint_g, paint_b} = 12'h137;
		end		
	end else
		{paint_r, paint_g, paint_b} = 12'h137;
end
	assign sdl_x = x_pix;
	assign sdl_y = y_pix;
	assign sdl_de = de;
	assign sdl_r = {2{paint_r}};
	assign sdl_g = {2{paint_g}};
	assign sdl_b = {2{paint_b}};
endmodule
</file>
==> flow_metrics.py <==
# Flow results
metrics = {
    "run_status": {
        "status": "complete, no violations",
    },
    "timing": {
        "period_used_share": 0.854,
        "holdWs_ns": 0.497,
        "tightest_slew_ns": 0.649,
        "rsz0062_at_grt": "false",
        "finalSetupViolations": 0,
        "drv_slew": 0,
        "timing_hold_violations_final": 0,
        "setup_slack_ns": 0.600,
        "period_minus_slack_ns": 3.50,
        "setup-tns-final_ns": 0,
        "max-slew-margin-rel": 0.565,
        "fin_skew_ns": 0.00580,
        "fmax_mhz": 286,
    },
    "yosys": {
        "top_cells_by_area": "dfxtp_1 26%, buf_4 14%, nor2_1 5.0%",
        "ys_seq_share": 0.264,
        "synth-main-ff-cell": "dfxtp_1",
        "synth_area_um2": 1520,
        "async_flop_share": 0,
        "syn_inst": 193,
        "ys_cells": 193,
        "yosysTopAreaCell": "dfxtp_1",
        "synth-warning-count": 64,
        "numSynthFlops": 20,
        "ys_types": 50,
        "synth-edff-count": 0,
        "avgSynthCellArea_um2": 7.85,
        "yosysTopAreaCellShare": 0.264,
        "ys_area_um2": 1520,
    },
    "drt": {
        "vias_per_cell": 4.44,
        "drc": 0,
        "wl_per_cell_um": 12.7,
        "ant_nets": 0,
        "dr.pass1.iters": 4,
        "drtIter0Drc": 87,
        "routed_wl_um": 3900,
        "antenna_cells": 0,
        "vias": 1368,
    },
    "layout": {
        "num-fill-cells": 815,
        "syn_to_final_growth_pct": 22.3,
        "final_cells": 308,
        "drive_gt1_frac": 0.0583,
        "lay_top_count": "clkdlybuf4s50_1",
        "fin_util": 0.242,
        "stdcell_area_um2": 1850,
        "final_cell_mix": "40 x clkdlybuf4s50_1, 20 x nor2_1, 20 x dfxtp_1",
    },
    "global_route": {
        "grt_antenna_before_repair": 0,
        "grt_max_degree": 17,
        "grt_pass1_wl_um": 6120,
        "overflow": 0,
        "grt_usage": 0.0622,
        "grt_pass1_vias": 1189,
    },
    "placement": {
        "io_buffers": 40,
        "place.gp.congestion": 0.867,
        "pre_cts_ws_ns": 0.833,
        "place.detailed.hpwl_um": 2820,
        "placed_area_um2": 1810,
        "placedCellCount": 305,
    },
    "power_and_ir_drop": {
        "ir_drop_v": 0.000109,
        "combPwrFrac": 0.073,
        "total_power_mw": 0.366,
        "power.net_switching_mw": 0.0850,
        "p_int_mw": 0.281,
        "p_leak_nw": 0.605,
        "power_per_cell_area_nw_per_um2": 198,
        "clock_power_share": 0.352,
        "swShare": 0.232,
        "p_seq_frac": 0.575,
    },
    "floorplanning": {
        "row_count": 32,
        "die.size.y_um": 108,
        "fp.coreArea_um2": 7650,
        "die-area_um2": 11700,
        "ios": 51,
        "die_w_um": 108,
        "fp_util": 0.198,
    },
    "setup_path": {
        "path_class": "reg -> out",
        "cp-start-kind": "flip-flop",
        "worstPathMaxFanout": 11,
        "crit_path_end_kind": "output port",
        "crit_arrival_ns": 2.68,
        "cp.required_ns": 3.28,
    },
    "clocking": {
        "cts_htree_levels": 1,
        "post_cts_buffers": 0,
        "clock_sink_count": 20,
        "clk_latency_ns": 0.26,
        "clk_pin_slew_ns": 0.07,
        "clk_path_buf_depth": 2,
        "hold_buffers": 0,
        "cts_tree": "done",
        "cts_resized": 0,
        "cts_inserted_buffers": 3,
        "cts_root_buffer": "clkbuf_8",
    },
    "run": {
        "warnings": 29,
        "drv_cap": 0,
    },
    "hold_path": {
        "hold_path_class": "reg -> reg",
    },
}
worst max-delay path: stages, from the launching register on:
cell,delay (ns)
dfxtp_1,0.55
nand3_1,0.11
a2111oi_0,0.47
a311oi_1,0.13
a31oi_1,0.58
clkdlybuf4s50_1,0.60
cells in the mapped netlist (2+ instances only):
library cell  instances
a21oi_1               5
conb_1                2
nand4_1               7
inv_1                 7
a21o_1                3
nor3_1                5
nor2_1               20
a31oi_1               7
ha_1                  4
nor3b_1               2
or3b_2                2
o21ai_0               5
buf_2                 4
nand4b_1              2
nand2_1              15
clkbuf_1              2
o211a_1               2
dfxtp_1              20
nand2b_1              3
a311oi_1              2
xnor2_1               6
buf_4                28
nand3_1              13
per-layer routing:
| layer | global-route usage | up-vias | part of all wire |
|---|---|---|---|
| li1 | - | 683 | - |
| met1 | 0.0918 | 631 | 0.48 |
| met2 | 0.0875 | 52 | 0.40 |
| met3 | 0.0247 | 2 | 0.11 |
| met4 | 0.00286 | 0 | 0.0031 |
| met5 | 0 | - | 0 |
power by group through the flow:
stage / Sequential [mW] / Clock (mW) / Combinational (mW)
final: 0.211 / 0.129 / 0.0266
after global routing: 0.212 / 0.142 / 0.0308
after CTS: 0.211 / 0.132 / 0.0274
registers in the layout, summed over array words and instances, names as in the netlist:
register and flops:
vga_con.hcount 10, vga_con.vcount 10
kinds of logic (layout without fill, tap and decap cells):
group / after synthesis / after routing / synth area share
compound gates: 39 / 39 / 0.206
other cells: 2 / 8 / 0.00496
buf+inv: 43 / 50 / 0.185
xor+xnor: 7 / 7 / 0.0405
simple gates: 78 / 78 / 0.266
flops: 20 / 20 / 0.264
fa+ha+maj: 4 / 4 / 0.0330
area by class of cell:
cell class / instances / area (um2) / share of cell area
clock buffer: 3 / 41.3 / 0.0223
inverter: 7 / 26.3 / 0.0142
multi-input combinational: 136 / 857 / 0.463
sequential: 20 / 400 / 0.216
tap: 102 / 128 / 0.0689
timing repair buffer: 40 / 400 / 0.216
final timing paths:
path,startpoint,to,slack [ns],depth (start not counted)
setup / recovery,vga_con.hcount[3],sdl_r[3],0.60,5
hold / removal,vga_con.hcount[0],vga_con.hcount[0],0.50,1
setup reg to reg,vga_con.hcount[1],vga_con.vcount[8],2.27,5
hold reg to reg,vga_con.hcount[0],vga_con.hcount[0],0.50,1
Power and IR drop assume default switching activity.
